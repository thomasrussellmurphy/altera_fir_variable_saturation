<file path="constraint.sdc">
current_design avalon_io12_4_switcher

set clk_period 1.0
set clk_io_pct 0.2

create_clock -name clk0 -period $clk_period [get_ports {clk}]

set non_clock_inputs [all_inputs -no_clocks]
set_input_delay [expr $clk_period * $clk_io_pct] -clock clk0 $non_clock_inputs
set_output_delay [expr $clk_period * $clk_io_pct] -clock clk0 [all_outputs]
</file>
<file path="design.v">
module avalon_io12_4_switcher
       (
         input clk,
         input [ 1: 0 ] select,
         input [ 11: 0 ] sink_data_0, sink_data_1, sink_data_2, sink_data_3,
         input sink_valid_0, sink_valid_1, sink_valid_2, sink_valid_3,
         input [ 1: 0 ] sink_error_0, sink_error_1, sink_error_2, sink_error_3,
         output [ 11: 0 ] source_data,
         output source_valid,
         output [ 1: 0 ] source_error
       );
reg [ 11: 0 ] source_data_reg;
reg source_valid_reg;
reg [ 1: 0 ] source_error_reg;
assign source_data = source_data_reg;
assign source_valid = source_valid_reg;
assign source_error = source_error_reg;
always @( posedge clk ) begin
  case ( select )
    2'b00 :
    begin
      source_data_reg <= sink_data_0;
      source_valid_reg <= sink_valid_0;
      source_error_reg <= sink_error_0;
    end
    2'b01 :
    begin
      source_data_reg <= sink_data_1;
      source_valid_reg <= sink_valid_1;
      source_error_reg <= sink_error_1;
    end
    2'b10 :
    begin
      source_data_reg <= sink_data_2;
      source_valid_reg <= sink_valid_2;
      source_error_reg <= sink_error_2;
    end
    2'b11 :
    begin
      source_data_reg <= sink_data_3;
      source_valid_reg <= sink_valid_3;
      source_error_reg <= sink_error_3;
    end
    default:
    begin
      source_data_reg <= sink_data_0;
      source_valid_reg <= sink_valid_0;
      source_error_reg <= sink_error_0;
    end
  endcase
end
endmodule
</file>
<file path="run.sh">
#!/bin/bash
# OpenROAD 26Q1-2900-gdf79404cd8, Yosys 0.63+post, stock flow scripts
make -C /OpenROAD-flow-scripts/flow DESIGN_CONFIG=/design/flow/config.mk WORK_HOME=/design/flow/orfs finish
</file>
<file path="config.mk">
export PLATFORM = sky130hd
export DESIGN_NAME = avalon_io12_4_switcher
export DESIGN_NICKNAME = avalon_io12_4_switcher
export VERILOG_FILES = /design/flow/design.v
export SDC_FILE = /design/flow/constraint.sdc
export NUM_CORES = 4
export LEC_CHECK = 1
export CORE_AREA = 10 10 72 72
export DIE_AREA = 0 0 82 82
</file>
==> reports/qor.json <==
{
  "worst_vdd_ir": {"value": 0.344, "unit": "mV"},
  "grt_remaining_overflow": {"value": 0},
  "rsz_0062_raised_after_global_routing": {"value": "false"},
  "numClockSinks": {"value": 15},
  "detailedRoute.firstPassIterationCount": {"value": 2},
  "fp_util": {"value": 0.188},
  "detail-route-antenna-nets": {"value": 0},
  "worst-path-stages": {"value": 2},
  "placed_area": {"value": 1540, "unit": "um2"},
  "final_hold_violation_tally": {"value": 0},
  "stdcell_area": {"value": 1630, "unit": "um2"},
  "overall_via_count_from_detail_route": {"value": 682},
  "cell_int_power": {"value": 1.35, "unit": "mW"},
  "post-route-drc-count": {"value": 0},
  "synthesis_area_per_yosys": {"value": 693, "unit": "um2"},
  "start_kind": {"value": "input pin"},
  "p_comb_frac": {"value": 0.296},
  "largest_register_ff_count": {"value": 12},
  "power.clock.fraction": {"value": 0.294},
  "finish.cell_count_without_fillers": {"value": 164},
  "gpl.final_weighted_congestion": {"value": 0.784},
  "die_w": {"value": 82, "unit": "um"},
  "port_buffer_count": {"value": 77},
  "cp_cell_sequence": {"value": "clkdlybuf4s50_1 -> mux4_1"},
  "drive_gt1_frac": {"value": 0.181},
  "timing.final.crit_share": {"value": 0.976},
  "post_synth_num_cell_types": {"value": 6},
  "ys_top_cells_by_area": {"value": "dfxtp_1 (43%), mux4_2 (32%), mux4_1 (19%)"},
  "fin_total_pwr": {"value": 1.65, "unit": "mW"},
  "grt_util_all_layers": {"value": 0.0791},
  "wl_met1": {"value": 1020, "unit": "um"},
  "outcome": {"value": "finished, final reports clean"},
  "clkTransAtPathRegs": {"value": 0.06, "unit": "ns"},
  "delay_of_the_slowest_critical_path_stage": {"value": 0.50, "unit": "ns"},
  "area_delta_synth_final": {"value": 135, "unit": "%"},
  "endpoint_kind": {"value": "register"},
  "area_share_of_the_largest_cell_type_after_synthesis": {"value": 0.433},
  "detail_route.antenna_diodes": {"value": 0},
  "post-synth-top-count-cell": {"value": "dfxtp_1"},
  "ys_cells": {"value": 33},
  "cts_tree": {"value": "done"},
  "maxCapViolCount": {"value": 0},
  "final.hold.worst_slack": {"value": 0.490, "unit": "ns"},
  "leakage": {"value": 0.639, "unit": "nW"},
  "postSynth.asyncResetShare": {"value": 0},
  "post-synth-top-area-cell": {"value": "dfxtp_1"},
  "synth_flop_count": {"value": 15},
  "wl_per_cell": {"value": 16.7, "unit": "um"},
  "crit_path_max_fanout": {"value": 1},
  "setup_slack": {"value": 0.0245, "unit": "ns"},
  "slowest_stage": {"value": "mux4_1"},
  "hold_removal_path_class": {"value": "input pin to register"},
  "totalWireLength": {"value": 2740, "unit": "um"},
  "postLayoutCoreUtil": {"value": 0.442},
  "ctsRootBufferMaster": {"value": "clkbuf_8"},
  "floorplan.die_area": {"value": 6720, "unit": "um2"},
  "cts_made_buffers": {"value": 3},
  "cts_post_setup_buffers_inserted": {"value": 0},
  "max-clock-path-buffers": {"value": 2},
  "setup-violations-final": {"value": 0},
  "post_cts_hold_buffer_count": {"value": 0},
  "post_synthesis_cell_area": {"value": 693, "unit": "um2"},
  "floorplan.core_area": {"value": 3690, "unit": "um2"},
  "pin_count": {"value": 78},
  "route.top_layer_used": {"value": "met4"},
  "netSwitchingPower": {"value": 0.305, "unit": "mW"},
  "path_buffers": {"value": 1},
  "met2_wirelength": {"value": 1170, "unit": "um"},
  "grt_pass1_wl": {"value": 4080, "unit": "um"},
  "power.share.switching": {"value": 0.184},
  "flop_cell": {"value": "dfxtp_1"},
  "drt_first_iter_violations": {"value": 8},
  "syn_inst": {"value": 33},
  "powerDensity": {"value": 1010, "unit": "nW/um2"},
  "critical_path.endpoint": {"value": "source_error_reg[1]"},
  "syn_avg_cell_area": {"value": 21.0, "unit": "um2"},
  "min_period": {"value": 0.976, "unit": "ns"},
  "vias_per_cell": {"value": 4.16},
  "edf_count": {"value": 0},
  "num-fill-cells": {"value": 330},
  "antenna_found_initial": {"value": 0},
  "synth_sequential_area_ratio": {"value": 0.433},
  "pre_cts_slack": {"value": -0.599, "unit": "ns"},
  "seqPwrFrac": {"value": 0.409},
  "synth.top_cells.by_count": {"value": "dfxtp_1 (15), mux4_2 (10), mux4_1 (5)"},
  "setup_tns": {"value": 0, "unit": "ns"},
  "die_h": {"value": 82, "unit": "um"},
  "worstSetupPathType": {"value": "input pin to register"},
  "vias_in_the_first_global_route": {"value": 777},
  "cts-htree-levels": {"value": 1},
  "detailroute.wirelength.met3": {"value": 495, "unit": "um"},
  "synthesis_warning_total": {"value": 1},
  "place_inst": {"value": 158},
  "drv_slew": {"value": 0},
  "worst-slew-pin-transition": {"value": 0.164, "unit": "ns"},
  "crit_family": {"value": "multiplexers"},
  "clock.fmax": {"value": 1030, "unit": "MHz"},
  "critical_path_arrival": {"value": 1.09, "unit": "ns"},
  "max_slew_margin": {"value": 0.891},
  "min-delay-start": {"value": "select[0]"},
  "crit_required": {"value": 1.11, "unit": "ns"},
  "grt_max_degree": {"value": 12},
  "crit_start": {"value": "sink_error_1[1]"},
  "core.rowCount": {"value": 22},
  "warning_count": {"value": 26}
}
## per-layer routing
layer  vias to the layer above  track usage
li1                        314            -
met5                         -            0
met1                       309       0.0957
met2                        54        0.114
met4                         0       0.0170
met3                         5       0.0562
## worst min-delay path, stage by stage
cell,delay (ns)
buf_2,0.16
buf_6,0.14
mux4_1,0.20
## power by group through the flow
stage | combinational, mW | clock, mW | sequential (mW)
final | 0.490 | 0.487 | 0.678
after CTS | 0.483 | 0.513 | 0.676
after global routing | 0.529 | 0.543 | 0.682
## cell families (layout without fill, tap and decap cells)
logic type	Yosys count	in the layout	share of synthesized area
flip-flops	15	15	0.433
multiplexers	15	15	0.514
buffers and inverters	3	86	0.0523
## what timing repair did
action,4_1_cts,5_1_grt
gates resized,21,12
endpoints found under the setup margin,30,11
gates cloned,1,1
## worst min path at each step
stage	to	slack [ns]	cells past startpoint
6_report	source_data_reg[6]	0.49	3
5_1_grt	source_data_reg[6]	0.51	3
4_1_cts	source_data_reg[6]	0.53	3
## area by class of cell
type,count,area (um2),share of cell area
Timing Repair Buffer,82,866,0.531
Multi-Input combinational cell,15,357,0.219
Sequential cell,15,303,0.186
Tap cell,48,60.1,0.0368
Clock buffer,4,45.0,0.0276
## cell usage in the layout (no fill, tap or decap), drive strengths merged
cell	Yosys	routed
bufbuf	0	1
mux4	15	15
dfxtp	15	15
clkdlybuf4s15	0	9
clkdlybuf4s50	0	60
clkbuf	0	5
dlygate4sd2	0	7
buf	3	4
No activity file was given, so power comes from the tool's default toggle rates.
